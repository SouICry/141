--- config.mk ---
export PLATFORM = sky130hd
export DESIGN_NAME = adder
export DESIGN_NICKNAME = adder
export VERILOG_FILES = /design/flow/design.v
export SDC_FILE = /design/flow/constraint.sdc
export NUM_CORES = 4
export LEC_CHECK = 1
export CORE_AREA = 10 10 76 76
export DIE_AREA = 0 0 86 86
--- constraint.sdc ---
current_design adder

set clk_period 3.6
set clk_io_pct 0.2

create_clock -name clk0 -period $clk_period [get_ports {clk}]

set non_clock_inputs [all_inputs -no_clocks]
set_input_delay [expr $clk_period * $clk_io_pct] -clock clk0 $non_clock_inputs
set_output_delay [expr $clk_period * $clk_io_pct] -clock clk0 [all_outputs]
--- design.v ---
`timescale 1ns / 1ps
module adder #(parameter W = 8)
(
 input          clk,
 input  [W-1:0] a_i, b_i,
 output [W  :0] sum_o,
 output         is_odd_o
);
  logic [W-1:0] a_r, b_r;	      
  logic [W  :0] sum_r;		      
  logic         is_odd_r;
  logic [W  :0] sum_next;
  assign sum_next = a_r + b_r;	  
  assign sum_o    = sum_r;
  assign is_odd_o = is_odd_r;
  always_ff @(posedge clk)        
    begin
      a_r      <= a_i;		      
      b_r      <= b_i;
      sum_r    <= sum_next;
      is_odd_r <= sum_o[0]? 1'b1: 1'b0;
    end
endmodule
--- run.sh ---
#!/bin/bash
# OpenROAD 26Q1-2900-gdf79404cd8, Yosys 0.63+post, stock flow scripts
make -C /OpenROAD-flow-scripts/flow DESIGN_CONFIG=/design/flow/config.mk WORK_HOME=/design/flow/orfs finish
==> flow_summary.ini <==
; yosys + openroad results
[clock_network]
cts_hold_buf = 0
htreeDepth = 1
clk_path_buf_depth = 2
cts.sinks = 26
numCtsBuffers = 3
cts_tree = yes
postCtsSetupRepairBufs = 0
clk-insertion-delay-late_ps = 260
clk_pin_slew_worst_paths_ps = 80
cts-root-buf = clkbuf_8
postCtsResizedCells = 0

[layout]
fin_util_pct = 29.4
final_area_um2 = 1210
syn2layout_area_growth_pct = 43.1
drive_gt1_share_pct = 4.12

[floorplan]
fp.dieW_um = 86
io_pins = 27
num_rows = 23
fp_util_pct = 20.5
chipArea_um2 = 7400
core_area_um2 = 4120
die_y_um = 86

[route]
dr.pass1.iters = 3
ant_nets = 0
vias_per_cell = 3.73
drc_errors = 0
wire_per_inst_um = 10.7
wirelength_mm = 1.58
antenna_cells = 0
drt_iter0_markers = 18
num_vias = 548

[critical_path]
cp_slowest_stage_delay_ps = 480
criticalPathCategory = flip-flop to primary output
cpMaxStageDelayCell = clkdlybuf4s50_1
r2r_setup_slack_ps = 2040
cp_num_buf_inv = 1
path_cells = clkdlybuf4s50_1
arrival_ps = 1060
crit_family = buffers and inverters
worst_ep_required_time_ps = 2880
end_kind = primary output
start_kind = flip-flop
worstPathMaxFanout = 1

[logic_synthesis]
yosysTopAreaCell = dfxtp_1
yosys_warnings = 1
ys_ff = 26
ys_types = 21
yosysChipArea_um2 = 845
yosysSeqAreaShare_pct = 61.6
syn_area_um2 = 845
syn_inst = 68
syn_area_per_cell_um2 = 12.4
top_cell_area_share_pct = 61.6
ys_cells = 68
synth.area.top_cells = dfxtp_1 (62%), ha_1 (12%), a21oi_1 (3.0%)

[timing]
hold_violations = 0
final.min_clock_period_ps = 1780
max_slew_margin_pct = 76.4
fin_worst_skew_ps = 2.90
finalSetupTns_ps = 0
setup_ws_ps = 1820
setup_viol = 0
max_clock_freq_ghz = 0.562
min_period_over_period_pct = 49.4
whs_ps = 357
rsz0062_at_grt = false
maxSlewViolCount = 0
worstMarginPinSlew_ps = 345

[pwr]
p_int_w = 0.000460
ir_drop_uv = 169
power_density_nw_per_um2 = 479
p_leak_nw = 0.500
pwr-share-comb_pct = 17.6
clkPwrFrac_pct = 26.3
net-switching-power_w = 0.000119
power_frac_seq_pct = 56.1
p_sw_share_pct = 20.5

[global_route]
antenna_found_initial = 0
grt_usage_pct = 4.20
grt-ovfl-total = 0
grt_pass1_vias = 586
grt_max_degree = 14
grt_pass1_wl_mm = 2.53

[hold_path]
hp-class = flip-flop to flip-flop

[place]
place_area_um2 = 1170
dp_hpwl_mm = 1.30
globalplace.congestion = 0.699
dp_worst_setup_slack_ps = 2040
port_buffers = 26

[run]
max_cap_viol_count = 0
warning_count = 25

[run_status]
outcome = completed
-- logic make-up (layout without fill, tap and decap cells) --
group	count (synthesis)	in the layout	share of synthesized area, %
buffers and inverters	3	32	1.33
XOR/XNOR	4	4	4.15
AND-OR/OR-AND	13	13	10.7
multiplexers	1	1	1.19
flip-flops	26	26	61.6
adder cells (fa/ha/maj)	9	9	14.2
AND/OR/NAND/NOR	12	12	6.82
-- per-layer routing --
| layer | up-vias | wire, um | track usage [%] |
|---|---|---|---|
| met5 | - | 0 | 0 |
| met4 | 0 | 10 | 0.749 |
| met3 | 2 | 159 | 2.48 |
| met2 | 14 | 732 | 6.63 |
| met1 | 235 | 676 | 4.87 |
| li1 | 297 | - | - |
-- final cells by class --
| type | instances | area, um2 |
|---|---|---|
| clock buffer | 3 | 41.3 |
| fill | 411 | 2910 |
| inverter | 3 | 11.3 |
| multi-input combinational | 39 | 313 |
| sequential | 26 | 520 |
| tap | 50 | 62.6 |
| timing repair buffer | 26 | 260 |
-- power groups by stage --
| stage | registers, W | logic [W] | clock network [W] |
|---|---|---|---|
| finish | 0.000325 | 0.000102 | 0.000152 |
| CTS | 0.000326 | 0.000105 | 0.000162 |
| global route | 0.000328 | 0.000114 | 0.000171 |
-- state kept, by name, indices dropped and copies added (netlist names) --
signal    count
is_odd_r      1
sum_r         9
b_r           8
a_r           8
-- Yosys cell counts --
cell	number
inv_2	1
xor2_1	2
nor2_1	2
a21oi_1	5
nor4_1	1
a311o_1	2
inv_1	2
o21ai_0	1
fa_1	1
xnor2_1	2
nor3_1	2
a21o_1	2
nor2b_1	2
nand2_1	3
a221oi_1	1
mux2i_1	1
nand3_1	2
o21bai_1	1
ha_1	8
dfxtp_1	26
a2111oi_0	1
-- placed cells by master, fill, tap and decap left out --
cell             count
mux2i_1              1
clkdlybuf4s50_1     26
nor2b_1              2
xor2_1               2
o21ai_0              1
nor3_1               2
o21bai_1             1
xnor2_1              2
a311o_1              2
fa_1                 1
a21oi_1              5
ha_1                 8
nand3_1              2
inv_1                2
nor4_1               1
a2111oi_0            1
clkbuf_8             3
nand2_1              3
inv_2                1
nor2_1               2
a21o_1               2
dfxtp_1             26
a221oi_1             1
-- metrics by stage --
stage	total power [W]	std cells
after CTS	0.000592	147
after floorplan	0.000370	68
after global placement	0.000436	144
after detailed placement	0.000437	144
final	0.000579	147
after global routing	0.000613	147
-- path summary, 6_finish.rpt --
kind | end | start | cells past startpoint
min | is_odd_r$_DFF_P_ | sum_r[0]$_DFF_P_ | 0
max | sum_o[8] | sum_r[8]$_DFF_P_ | 1
max reg2reg | sum_r[8]$_DFF_P_ | a_r[0]$_DFF_P_ | 6
min reg2reg | is_odd_r$_DFF_P_ | sum_r[0]$_DFF_P_ | 0
-- worst reg2reg max path, stage by stage (launching register included) --
cell and delay (ps):
dfxtp_1 310, ha_1 220, fa_1 390, a21oi_1 200, nor2_1 60, nor2_1 160, o21ai_0 110
No activity file was given, so power comes from the tool's default toggle rates.
