`design/flow/run.sh`:
```
#!/bin/bash
# OpenROAD 26Q1-2900-gdf79404cd8, Yosys 0.63+post, stock flow scripts
make -C /OpenROAD-flow-scripts/flow DESIGN_CONFIG=/design/flow/config.mk WORK_HOME=/design/flow/orfs finish
```
`design/flow/config.mk`:
```
export PLATFORM = sky130hd
export DESIGN_NAME = pc
export DESIGN_NICKNAME = pc
export VERILOG_FILES = /design/flow/design.v
export SDC_FILE = /design/flow/constraint.sdc
export NUM_CORES = 4
export LEC_CHECK = 1
export CORE_AREA = 10 10 95 95
export DIE_AREA = 0 0 105 105
```
`design/flow/constraint.sdc`:
```
current_design pc

set clk_period 4.7
set clk_io_pct 0.2

create_clock -name clk0 -period $clk_period [get_ports {clk}]

set non_clock_inputs [all_inputs -no_clocks]
set_input_delay [expr $clk_period * $clk_io_pct] -clock clk0 $non_clock_inputs
set_output_delay [expr $clk_period * $clk_io_pct] -clock clk0 [all_outputs]
```
`design/flow/design.v`:
```
module pc (
  input	clk,
  input flag,
  input reset,
  input halt,
  input [1:0] branchType,
  input [6:0] startAddress,
  input [6:0] sevenBitAddress,
  input signed[2:0] threeBitOffset,
  input signed[5:0] sixBitOffset,
  output logic[6:0] address);
  always_ff @(posedge clk) begin
	if(reset)
		address = startAddress;
	else if (halt)
		address = address;
	else
		case({branchType})
		  'b00: address = (address + 7'b0000001);
		  'b01: address = sevenBitAddress;
		  'b10: 
				if (!flag)
					address = address + 7'(signed'(threeBitOffset));
				else
					address = (address + 7'b0000001);
		  'b11:
				if (!flag)
					address = address + 7'(signed'(sixBitOffset)); 
				else
					address = (address + 7'b0000001);
		endcase
		end
 endmodule
```
==> impl_report.txt <==
FLOW METRICS REPORT
----------------------------------------------------
[Status]
  Result of the run ........................ finished, final reports clean

[GRT]
  Overall track demand over capacity in global routing ........................ 6.71%
  First-pass GRT wire length ........................ 6130 um
  Overall overflow remaining after global route ........................ 0
  Via count of the first global-routing pass ........................ 1,225
  Maximum number of pins on one net before global-route repair ........................ 19
  Antenna violations before repair ........................ 0

[Routing]
  Number of antenna-violating nets in the routed design ........................ 0
  Number of vias after detailed routing ........................ 1,261
  Iteration-0 DRC Markers ........................ 102
  Number of detailed-routing iterations run before antenna repair ........................ 4
  Ant diodes ........................ 0
  Routed len/inst ........................ 13.6 um
  Count of unresolved DRC violations after routing ........................ 0
  Total Routed Length ........................ 3870 um
  Vias per Instance ........................ 4.44

[Power]
  Leakage power ........................ 0.000621 uW
  Int Power ........................ 244 uW
  Sequential cell fraction of total power ........................ 24.8%
  Worst vdd rail ir drop ........................ 0.0709 mV
  Relative contribution of the clock network to total power ........................ 21.7%
  Total power per unit cell area ........................ 230 mW/mm2
  Combinational Power Share ........................ 53.5%
  Fraction of power spent switching nets ........................ 36.7%
  Sw Pwr ........................ 141 uW

[STA]
  Rel. slew slack ........................ 51.3%
  Minimum clock period after layout ........................ 3.02 ns
  Maximum clock skew at final layout ........................ 0.00144 ns
  Aggregate negative setup slack ........................ 0 ns
  Peak Freq ........................ 0.331 GHz
  Max-slew violation total from the final report ........................ 0
  # setup viols final ........................ 0
  Final Hold Violation Tally ........................ 0
  RSZ-0062 raised after global routing ........................ no
  Worst-margin pin slew ........................ 0.729 ns
  Cycle use final ........................ 64.2%

[Synth]
  Count of distinct cell types in the synthesized netlist ........................ 37
  Prevailing post-synth register cell ........................ edfxtp_1
  Post-synthesis instance area ........................ 0.00119 mm2
  Total cell area reported by yosys after synthesis ........................ 0.00119 mm2
  Post-synthesis area per instance ........................ 7.71 um2
  Count of library flops with an enable pin ........................ 7
  Yosys warns ........................ 1
  Post-synth ARST share ........................ 0%
  Post-synthesis cell count ........................ 154
  Cell total in the yosys stat output ........................ 154
  Synth Seq Share ........................ 17.7%
  Flop and latch count out of synthesis ........................ 7

[Critical path]
  Start point of the critical path ........................ sixBitOffset[1]
  Maximum fanout encountered on the critical timing path ........................ 4
  Cell-by-cell trace of the critical path ........................ clkdlybuf4s50_1, ha_1, a211oi_1, nor2_1, o31ai_1, o211ai_1, a2111o_1, o21ai_2
  Setup slack of the worst register-to-register path ........................ 2.32 ns
  Data arrival time of the critical path ........................ 3.10 ns
  Dominant delay contributor by cell family on the critical path ........................ AND-OR/OR-AND gates
  Bufs and invs on worst path ........................ 1
  Category of the critical setup timing path ........................ primary input to flop
  Element type at the critical path end ........................ flop
  Worst path required time ........................ 4.78 ns
  Highest-delay cell along the critical path ........................ a211oi_1
  Startpoint kind of the worst setup timing path ........................ primary input
  Largest stage delay, worst path ........................ 0.47 ns
  Reg-to-Reg Start ........................ address[2]

[Finish]
  Most common cell after layout, fill and taps aside ........................ clkdlybuf4s50_1
  Total area of multi-input combinational cells ........................ 906 um2
  Commonest cells after routing, fill and taps aside ........................ clkdlybuf4s50_1, nor2_1, a21oi_1
  Area overhead of the layout relative to synthesis ........................ 40.9%
  Share of post-route cells with drive strength above 1 ........................ 5.85%
  Summed area of non-filler cells in the final layout ........................ 0.00167 mm2
  Area of all sequential standard cells ........................ 210 um2
  Final Non-Filler Cells ........................ 284
  Flip-flop count of the largest register, all copies and words added ........................ 7
  Number of fill cells in the layout ........................ 755

[Clock tree]
  Number of H-tree levels ........................ 1
  Number of buffers inserted by post-CTS setup repair ........................ 0
  Number of buffers inserted during clock tree synthesis ........................ 3
  Clock tree from TritonCTS ........................ built
  Hold Buf Count CTS ........................ 0
  Total of cells resized after clock tree synthesis ........................ 0
  Clk sinks ........................ 7
  Clock tree root driver cell ........................ clkbuf_8
  Clock Tree Buf Depth ........................ 2
  Source-to-sink clock delay at the later pin of the worst-skew pair ........................ 0.22 ns
  Clock-pin slew of the registers on the worst-case setup and hold paths ........................ 0.04 ns

[Floorplanning]
  Std-Cell Core Area ........................ 0.00691 mm2
  Io pins ........................ 36
  Height of the die ........................ 105 um
  Row count ........................ 30
  Initial Utilization ........................ 17.2%
  Die footprint ........................ 0.0110 mm2
  Die X-Extent ........................ 105 um

[Min path]
  Min-delay src ........................ address[6]
  Path type of the worst min-delay path ........................ flop to flop

[Placement]
  Routability congestion estimate ........................ 0.947
  Post-DP Area ........................ 0.00163 mm2
  Total placed cells including tap cells ........................ 280
  Detailed placer's ending HPWL ........................ 3270 um
  Number of buffers inserted by port buffering ........................ 35

[Run]
  Tally of OpenROAD warnings ........................ 25
  Max-cap violations ........................ 0

----------------------------------------------------
## Yosys cell counts, types with 5 or more instances
cell type / number / area [um2]
nor2_1: 23 / 86.3
a21oi_1: 15 / 75.1
xor2_1: 6 / 52.6
inv_1: 8 / 30.0
nand3_1: 5 / 25.0
o21ai_1: 5 / 25.0
a211oi_1: 5 / 37.5
nand2b_1: 7 / 43.8
nand2_1: 8 / 30.0
edfxtp_1: 7 / 210
o21ai_0: 9 / 45.0
ha_1: 13 / 163
## layer usage
layer | track usage, % | wire, um
met2 | 10.7 | 1820
met5 | 0 | 0
met4 | 0.882 | 35
met1 | 8.83 | 1620
met3 | 2.24 | 393
## worst register-to-register path: cells and delay by family (launching register included)
kind	cells	cell delay, ns
AND/OR/NAND/NOR	1	0.10
adder cells (fa/ha/maj)	1	0.29
AND-OR/OR-AND	5	1.34
flip-flops	1	0.51
## path summary, 6_finish.rpt
check	end	cells past startpoint
min reg2reg	address[6]	4
max	address[5]	8
min	address[6]	4
max reg2reg	address[5]	7
## kinds of logic after synthesis
family,after synthesis,share of synthesized area (%)
buffers and inverters,16,6.01
and+or+nand+nor,51,20.4
adders and majority gates,15,17.1
xor gates and xnor gates,9,6.64
AOI/OAI and AO/OA,51,26.7
muxes,5,5.48
DFF,7,17.7
## power groups by stage
stage | Clock (uW) | Sequential (uW) | Combinational [uW]
after CTS | 84.9 | 95.8 | 208
after global routing | 89.3 | 97.3 | 234
final | 83.6 | 95.4 | 206
## layout make-up
| type | instances | share of cell area [%] |
|---|---|---|
| flip-flops and latches | 7 | 12.6 |
| clock buffers | 4 | 2.69 |
| well taps | 96 | 7.18 |
| repair buffers | 35 | 20.9 |
| inverters | 11 | 2.47 |
| multi-input cells | 131 | 54.2 |
## per-stage QoR
| stage | power [uW] | hold slack [ns] | setup slack [ns] | util, % |
|---|---|---|---|---|
| after detailed placement | 302 | 0.932 | 1.47 | 23.6 |
| final | 385 | 0.912 | 1.68 | 24.2 |
| after global routing | 421 | 0.997 | 1.46 | 24.2 |
| after CTS | 388 | 0.942 | 1.67 | 24.2 |
| after floorplan | 229 | 0.797 | 2.12 | - |
| after global placement | 303 | 0.924 | 1.43 | 23.6 |
Power figures rest on the tool's default switching activity, not on a simulated workload.
